===== ./run.sh =====
#!/bin/bash
# OpenROAD 26Q1-2900-gdf79404cd8, Yosys 0.63+post, stock flow scripts
make -C /OpenROAD-flow-scripts/flow DESIGN_CONFIG=/design/flow/config.mk WORK_HOME=/design/flow/orfs finish

===== ./config.mk =====
export PLATFORM = sky130hd
export DESIGN_NAME = UART_TX
export DESIGN_NICKNAME = UART_TX
export VERILOG_FILES = /design/flow/design.v
export SDC_FILE = /design/flow/constraint.sdc
export NUM_CORES = 4
export LEC_CHECK = 1
export CORE_AREA = 10 10 103 103
export DIE_AREA = 0 0 113 113

===== ./constraint.sdc =====
current_design UART_TX

set clk_period 2.6
set clk_io_pct 0.2

create_clock -name clk0 -period $clk_period [get_ports {CLK}]

set non_clock_inputs [all_inputs -no_clocks]
set_input_delay [expr $clk_period * $clk_io_pct] -clock clk0 $non_clock_inputs
set_output_delay [expr $clk_period * $clk_io_pct] -clock clk0 [all_outputs]

===== ./design.v =====
module Mux (
input	wire 				CLK,
input	wire				RST,
input 	wire				ser_data,
input	wire				PAR_BIT,
input 	wire	[1:0]		mux_sel,
output	reg					TX_OUT
);
reg 	OUT;
always @(*)
 begin
	case (mux_sel)
	2'b00:	OUT = 1'b0;
	2'b01:	OUT = 1'b1;
	2'b10:	OUT = ser_data;
	2'b11:	OUT = PAR_BIT;
	endcase
 end
always @ (posedge CLK or negedge RST)
 begin
  if(!RST)
   begin
    TX_OUT <= 1'b0 ;
   end
  else
   begin
    TX_OUT <= OUT ;
   end 
 end  
endmodule
module Serializer #( parameter SERIALIZER_WIDTH = 8, parameter SHIFT_COUNTER_WIDTH = 4 )
(
input	wire 								CLK,
input	wire								RST,
input	wire	[SERIALIZER_WIDTH-1:0]		P_DATA,
input	wire 								ser_en,
output	wire								ser_done,
output	wire								ser_data
);
reg		[SERIALIZER_WIDTH-1:0]			Shift_Reg;
reg		[SHIFT_COUNTER_WIDTH-1:0]		Shift_Counter;
always @(posedge CLK, negedge RST)
 begin
	if (!RST)
	 begin
		Shift_Reg <= 'b0;
	 end
	else if (ser_en)
	 begin 
		Shift_Reg <= P_DATA ;
	 end
	else if (!ser_done)
	 begin 
		Shift_Reg[SERIALIZER_WIDTH -2:0]  <= Shift_Reg[SERIALIZER_WIDTH -1:1] ;
	 end
 end
assign ser_done = (Shift_Counter == 4'b0111) ? 1'b1 : 1'b0 ;
assign ser_data = Shift_Reg[0];
always @(posedge CLK, negedge RST)
 begin
	if (!RST)
	 begin
		Shift_Counter <= 'b0;
	 end
	else if (ser_en)
	 begin 
		Shift_Counter <= 'b0 ;
	 end
	else if (!ser_done)
	 begin 
		Shift_Counter <= Shift_Counter + 'b1 ;
	 end
 end
endmodule
module TX_FSM (
input	wire 								CLK,
input	wire								RST,
input	wire								Data_Valid,
input	wire 								PAR_en,
input	wire								ser_done,
output	reg 								ser_en,
output	reg 								PAR_calc,
output	reg 			[1:0]				mux_sel,
output	reg 								busy
);
localparam	IDLE = 3'b000,
			Start = 3'b001,
			Serial_out = 3'b011,
			Parity_out = 3'b010,
			Stop = 3'b110 ;
reg		[2:0]	current_state,
				next_state ;
reg				busy_comb;
always @(posedge CLK, negedge RST)
 begin
	if (!RST)
	 begin
		current_state <= IDLE ;
	 end
	else 
	 begin 
		current_state <= next_state ;
	 end
 end	
 always @ (*)
  begin
	case (current_state)
	IDLE		:	
				begin
				 if ( Data_Valid )
				  begin
				   next_state = Start ;
				  end
				 else
				  begin
				   next_state = IDLE ;
				  end
				end
	Start		:	
				begin
				   next_state = Serial_out ;
				end
	Serial_out	:	
				begin
				 if ( ser_done && PAR_en )
				  begin
				   next_state = Parity_out ;
				  end
				 else if ( ser_done && !PAR_en )
				  begin
				   next_state = Stop ;
				  end
				  else
				  begin
				   next_state = Serial_out ;
				  end
				end
	Parity_out	:
				begin
				   next_state = Stop ;
				end
	Stop		:	
				begin
				 if ( Data_Valid )
				  begin
				   next_state = Start ;
				  end
				  else
				  begin
				   next_state = IDLE ;
				  end
				end
	default 	: 
				begin
                 next_state = IDLE  ;
				end  
    endcase 
 end
 always @ (*)
  begin
	ser_en = 1'b0;
	PAR_calc = 1'b0;
	mux_sel = 2'b01;
	busy_comb = 1'b0;
	case (current_state)
	IDLE		:	
				begin
				ser_en = 1'b0;
				PAR_calc = 1'b0;
				mux_sel = 2'b01;
				busy_comb = 1'b0;
				end
	Start		:	
				begin
				ser_en = 1'b1;
				mux_sel = 2'b00;
				busy_comb = 1'b1;
				if ( PAR_en )
				 begin
				  PAR_calc = 1'b1; 
				 end
				else
				 begin
				  PAR_calc = 1'b0; 
				 end
				end
	Serial_out	:	
				begin
				ser_en = 1'b0;
				PAR_calc = 1'b0;
				mux_sel = 2'b10;
				busy_comb = 1'b1;
				end
	Parity_out	:
				begin
				ser_en = 1'b0;
				PAR_calc = 1'b0;
				mux_sel = 2'b11;
				busy_comb = 1'b1;
				end
	Stop		:	
				begin
				ser_en = 1'b0;
				PAR_calc = 1'b0;
				mux_sel = 2'b01;
				busy_comb = 1'b1;
				end
	default 	: 
				begin
				ser_en = 1'b0;
				PAR_calc = 1'b0;
				mux_sel = 2'b01;
				busy_comb = 1'b0;
				end
    endcase 
 end
always @ (posedge CLK or negedge RST)
 begin
  if(!RST)
   begin
    busy <= 1'b0 ;
   end
  else
   begin
    busy <= busy_comb ;
   end
 end
endmodule
module UART_TX #(parameter WIDTH = 8)
(
input	wire 								CLK,
input	wire								RST,
input	wire								DATA_VALID,
input	wire 								PAR_EN,
input	wire 								PAR_TYP,
input	wire		[WIDTH-1:0]				P_DATA,
output	wire									TX_OUT,
output	wire 									Busy
);
wire			 Ser_EN, Ser_Done, ser_DATA, Parity_Calc;
wire	[1:0]	 MUX_sel;
TX_FSM	 U1 
(
.CLK(CLK),
.RST(RST),
.Data_Valid(DATA_VALID),
.PAR_en(PAR_EN),
.ser_done(Ser_Done),
.ser_en(Ser_EN),
.PAR_calc(Parity_Calc),
.busy(Busy),
.mux_sel(MUX_sel)
);
Serializer #(.SERIALIZER_WIDTH(WIDTH)) U2
(
.CLK(CLK),
.RST(RST),
.P_DATA(P_DATA),
.ser_en(Ser_EN),
.ser_done(Ser_Done),
.ser_data(ser_DATA)
);
parity_calc #(.WIDTH(WIDTH)) U3 
(
.CLK(CLK),
.RST(RST),
.P_DATA(P_DATA),
.PAR_calc(Parity_Calc),
.PAR_TYP(PAR_TYP),
.PAR_BIT(PAR_BIT)
);
Mux 	U4 
(
.CLK(CLK),
.RST(RST),
.ser_data(ser_DATA),
.PAR_BIT(PAR_BIT),
.mux_sel(MUX_sel),
.TX_OUT(TX_OUT)
);
endmodule
module parity_calc #(parameter WIDTH = 8)
(
input	wire 								CLK,
input	wire								RST,
input	wire	[WIDTH-1:0]					P_DATA,
input	wire 								PAR_calc,
input	wire 								PAR_TYP,
output	reg									PAR_BIT
);
reg 	PAR_BIT_Comb;
wire 	even_parity;
assign even_parity = ^P_DATA;
always @(*)
 begin
	if (PAR_TYP)
	 begin
		PAR_BIT_Comb = ~even_parity;
	 end
	else
	 begin
		PAR_BIT_Comb = even_parity;
	 end
 end
always @(posedge CLK, negedge RST)
 begin
	if (!RST)
	 begin
		PAR_BIT <= 1'b0;
	 end
	else if (PAR_calc)
	 begin 
		PAR_BIT <= PAR_BIT_Comb ;
	 end
 end
endmodule

==> summary.txt <==
Worst hold path class -> reg -> reg
Worst setup EP type -> flop
Clock Skew -> 1.50 ps
Final wirelength -> 1.74 mm
Yosys cell count -> 84
RSZ-0062 raised after global routing -> false
I/O Buffers -> 14
Largest net degree at the start of global routing -> 23
Outcome -> completed
Synth top area cells -> dfrtp_1 (53%), mux2i_1 (8.9%), nand2_1 (6.7%)
Post-layout min period -> 1810 ps
Fmax achieved -> 553 MHz
Library cells used by synthesis -> 24
Core area -> 0.00830 mm^2
EDFF count, synth -> 0
First-pass GRT wire length -> 2.88 mm
CP Launch Type -> primary input
DR pass1 iterations -> 3
H-tree depth -> 1
Most numerous cell in the Yosys netlist -> dfrtp_1
Synth area leader -> dfrtp_1
Top_reg_cell synth -> dfrtp_1
Static leakage -> 0.485 nW
Post-Syn Instances -> 84
Layout cell share with drive strength beyond 1 -> 8.00%
Post-CTS setup buffer count -> 0
Post-synth top cells -> dfrtp_1 (19), nand2_1 (16), mux2i_1 (8), o21ai_0 (8)
Final Cycle Share -> 69.6%
Detailed Place HPWL -> 1.32 mm
Final Max Tran Viols -> 0
Top Ports -> 15
YS chip area -> 900 um^2
Grt total ovfl -> 0
Clock root buffer -> clkbuf_8
Synth flops -> 20
Log Warnings -> 25
Layout area overhead -> 35.7%
Max Cap Viol -> 0
Row count -> 33
Synth warn -> 5
Worst-path clk slew -> 70 ps
Diodes inserted -> 0
Die extent in y -> 113 um
Post-synth ARST share -> 100%
Insertion Delay late pin -> 250 ps
Die W -> 113 um
Worst slew margin -> 57.2%
Number of remaining DRC errors -> 0
Die area -> 0.0128 mm^2
CTS sink count -> 20
CTS Buf Count -> 3
CTS tree -> yes
Max VDD drop -> 0.357 mV
Pre-CTS setup slack -> 498 ps
Setup ws final -> 791 ps
Crit Path Max Fanout -> 2
Overall Global Routing Usage -> 2.60%
Register share after synthesis -> 55.8%
Post-CTS Resized -> 0
Synth top area share -> 52.9%
Initial antenna violation count -> 0
DRT iter0 DRCs -> 19
Routed vias/inst -> 3.04
CP Class -> in -> reg
Worst slew pin tran -> 642 ps
Post-Syn Area -> 900 um^2
Final setup fails -> 0
Clock Tree Buf Depth -> 2
Syn_area_per_cell -> 10.7 um^2
Hold-fix buffers, CTS -> 0
Arr. time, crit path -> 1950 ps
WL/cell -> 8.48 um
Routability Congestion -> 0.738
PD cells -> 910 mW/mm^2
TNS Setup -> 0 ps
Initial Utilization -> 10.8%
ANT nets after route -> 0
Hold Vio Cnt, Final -> 0
DR vias -> 623
Number of global-route vias before repair -> 664
CP required -> 2740 ps
## layout by cell type (no fill, tap or decap), types with 2 or more instances in the layout
master           synthesis  final
dfrtp_1                 19     19
nand2_1                 16     16
clkdlybuf4s50_1          0     14
mux2i_1                  8      8
o21ai_0                  8      8
nor2_1                   5      5
xnor2_1                  5      5
clkbuf_8                 0      4
o21ai_1                  2      2
xor2_1                   2      2
nand3_1                  2      2
a21oi_1                  2      2
## report_power, final
group	internal (mW)	leakage [nW]	total [mW]	switching (mW)
logic	0.188	0.211	0.339	0.152
registers	0.445	0.245	0.539	0.0946
clock network	0.135	0.0288	0.232	0.0976
## cells by family after synthesis
| logic type | after synthesis | synth area share [%] |
|---|---|---|
| fa+ha+maj | 1 | 1.39 |
| flops | 20 | 55.8 |
| buf+inv | 4 | 1.81 |
| xor+xnor | 8 | 9.32 |
| simple gates | 29 | 14.0 |
| mux | 9 | 10.2 |
| compound gates | 13 | 7.51 |
## flip-flops by register name, summed over array words and instances (netlist names)
| signal | count |
|---|---|
| U1.busy | 1 |
| U1.current_state | 5 |
| U2.Shift_Counter | 4 |
| U2.Shift_Reg | 8 |
| U3.PAR_BIT | 1 |
| U4.TX_OUT | 1 |
## worst paths after layout
path	start	endpoint	slack, ps	cells past startpoint
max	P_DATA[1]	U3.PAR_BIT	790	5
min	U1.current_state[2]	U1.busy	480	1
max reg2reg	U2.Shift_Counter[0]	U2.Shift_Reg[4]	1050	5
min reg2reg	U1.current_state[2]	U1.busy	480	1
max in group asynchronous	RST	U1.current_state[0]	1730	2
min in group asynchronous	RST	U2.Shift_Reg[4]	600	2
## metal layers
metal	part of all wire [%]	routed length, um	track usage (%)	vias to the layer above
met2	43	755	4.34	16
met5	0	0	0	-
met3	5.8	100	0.908	5
met4	1.6	27	0.423	0
li1	-	-	-	311
met1	49	856	3.21	291
## per-stage QoR
stage | instance area (um^2) | cells | power (mW) | hold WS, ps | util (%)
6_report | 1220 | 205 | 1.11 | 481 | 14.7
5_1_grt | 1220 | 205 | 1.21 | 504 | 14.7
4_1_cts | 1220 | 205 | 1.13 | 484 | 14.7
3_5_place_dp | 1170 | 201 | 0.890 | 462 | 14.1
3_3_place_gp | 1170 | 201 | 0.878 | 463 | 14.1
2_1_floorplan | 900 | 84 | 0.771 | 224 | -
## critical path, cell delays in order
cell and delay [ps]:
clkdlybuf4s50_1 490, xor2_1 220, xnor3_1 440, xnor2_1 200
o21ai_1 80
## cell type report
class | count | area [um^2]
repair buffers | 15 | 148
flip-flops and latches | 20 | 502
fillers | 921 | 7080
multi-input cells | 60 | 382
well taps | 105 | 131
inverters | 1 | 3.75
clock buffers | 4 | 55.1
Power and IR drop assume default switching activity.
