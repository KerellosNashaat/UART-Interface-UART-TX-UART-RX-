==> ./design.v <==
module RX_FSM (
input	wire 								CLK,
input	wire								RST,
input	wire 								PAR_EN,
input	wire								RX_IN,
input	wire								Sample_Available,  
input	wire			[3:0]				bit_cnt,
input	wire								par_error,
input	wire								start_glitch,
input	wire								stop_error,
output	reg 								Counter_enable,
output	reg 								data_samp_en,
output	reg 								deser_en,
output	reg 								par_check_en,
output	reg 								start_check_en,
output	reg 								stop_check_en,
output	reg									RST_parity,
output	reg 								data_valid
);
localparam	IDLE = 3'b000,
			Start = 3'b001,
			Recieve_data = 3'b011,
			Check_Parity = 3'b010,
			Stop = 3'b110 ,
			Check_Error = 3'b111;
reg		[2:0]	current_state,
				next_state ;
reg				data_valid_comb;
always @(posedge CLK, negedge RST)
 begin
	if (!RST)
	 begin
		current_state <= IDLE ;
	 end
	else 
	 begin 
		current_state <= next_state ;
	 end
 end	
 always @ (*)
  begin
	case (current_state)
	IDLE		:	
				begin
				 if ( !RX_IN )
				  begin
				   next_state = Start ;
				  end
				 else
				  begin
				   next_state = IDLE ;
				  end
				end
	Start		:	
				begin
				 if ( start_glitch )
				  begin
				   next_state = IDLE ;
				  end
				 else if ( bit_cnt == 4'b1 )
				  begin
				   next_state = Recieve_data ;
				  end
				 else
				  begin
				   next_state = Start ;
				  end
				end
	Recieve_data	:	
				begin
				 if ( (bit_cnt == 4'd9) && PAR_EN )
				  begin
				   next_state = Check_Parity ;
				  end
				 else if ( (bit_cnt == 4'd9) && !PAR_EN )
				  begin
				   next_state = Stop ;
				  end
				  else
				  begin
				   next_state = Recieve_data ;
				  end
				end
	Check_Parity	:
				begin
				 if ( bit_cnt == 4'd10 )
				  begin
				   next_state = Stop ;
				  end
				 else
				  begin
				   next_state = Check_Parity ;
				  end
				end
	Stop		:	
				begin
				 if ( Sample_Available )
				  begin
				   next_state = Check_Error ;
				  end
				  else
				  begin
				   next_state = Stop ;
				  end
				end
	Check_Error		:	
				begin
				 if (((bit_cnt == 4'd10 && !PAR_EN) || (bit_cnt == 4'd11 && PAR_EN)) && !RX_IN)  
 				  begin
				   next_state = Start ;
				  end
				 else if ( (bit_cnt == 4'd10 && !PAR_EN) || (bit_cnt == 4'd11 && PAR_EN) )  
				  begin
				   next_state = IDLE ;
				  end
				  else
				  begin
				   next_state = Check_Error ;
				  end
				end
	default 	: 
				begin
                 next_state = IDLE  ;
				end  
    endcase 
 end
 always @ (*)
  begin
	Counter_enable = 1'b0;
	data_samp_en = 1'b0;
	deser_en= 1'b0;
	par_check_en = 1'b0;
	start_check_en = 1'b0;
	stop_check_en = 1'b0;
	data_valid_comb = 1'b0;
	RST_parity = 1'b1;
	case (current_state)
	IDLE		:	
				begin
				Counter_enable = 1'b0;
				data_samp_en = 1'b0;
				deser_en= 1'b0;
				par_check_en = 1'b0;
				start_check_en = 1'b0;
				stop_check_en = 1'b0;
				data_valid_comb = 1'b0;
				RST_parity = 1'b0;
				end
	Start		:	
				begin
				Counter_enable = 1'b1;
				data_samp_en = 1'b1;
				deser_en= 1'b0;
				par_check_en = 1'b0;
				stop_check_en = 1'b0;
				data_valid_comb = 1'b0;
				if (Sample_Available)
					start_check_en = 1'b1;
				else
					start_check_en = 1'b0;
				end
	Recieve_data	:	
				begin
				Counter_enable = 1'b1;
				data_samp_en = 1'b1;
				start_check_en= 1'b0;
				par_check_en = 1'b0;
				stop_check_en = 1'b0;
				data_valid_comb = 1'b0;
				if (Sample_Available)
					deser_en = 1'b1;
				else
					deser_en = 1'b0;
				end
	Check_Parity	:
				begin
				Counter_enable = 1'b1;
				data_samp_en = 1'b1;
				start_check_en= 1'b0;
				deser_en = 1'b0;
				stop_check_en = 1'b0;
				data_valid_comb = 1'b0;
				if (Sample_Available)
					par_check_en = 1'b1;
				else
					par_check_en = 1'b0;
				end
	Stop		:	
				begin
				Counter_enable = 1'b1;
				data_samp_en = 1'b1;
				start_check_en= 1'b0;
				deser_en = 1'b0;
				par_check_en = 1'b0;
				data_valid_comb = 1'b0;
				if (Sample_Available)
					stop_check_en = 1'b1;
				else
					stop_check_en = 1'b0;
				end
	Check_Error		:	
				begin
				Counter_enable = 1'b1;
				data_samp_en = 1'b1;
				start_check_en= 1'b0;
				deser_en = 1'b0;
				par_check_en = 1'b0;
				stop_check_en = 1'b0;
				if (!(par_error || stop_error))
					data_valid_comb = 1'b1;
				else
					data_valid_comb = 1'b0;
				end
	default 	: 
				begin
				Counter_enable = 1'b0;
				data_samp_en = 1'b0;
				deser_en= 1'b0;
				par_check_en = 1'b0;
				start_check_en = 1'b0;
				stop_check_en = 1'b0;
				data_valid_comb = 1'b0;
				RST_parity = 1'b0;
				end
    endcase 
 end
always @ (posedge CLK or negedge RST)
 begin
  if(!RST)
   begin
    data_valid <= 1'b0 ;
   end
  else
   begin
    data_valid <= data_valid_comb ;
   end
 end
endmodule
module UART_RX #(parameter UART_WIDTH = 8) (
input	wire 			CLK,
input	wire 			RST,
input	wire			RX_IN,
input	wire 	[4:0]	Prescale,
input	wire 			PAR_EN,
input	wire 			PAR_TYP,
output	wire				data_valid,
output	wire		[UART_WIDTH -1 : 0]	P_DATA  
);
wire				Counter_enable, Data_samp_en, Deser_en, par_check_en, Sample_Av, stop_check_en;
wire				par_error, start_glitch, stop_error, Sampled_bit, start_check_en, RST_parity;
wire		[4:0]	Edge_cnt;
wire		[3:0]	Bit_cnt;
edge_bit_counter U1(
.CLK(CLK),
.RST(RST),
.Counter_enable(Counter_enable),
.Prescale(Prescale),
.edge_cnt(Edge_cnt),
.bit_cnt(Bit_cnt)
);
data_sampling U2(
.CLK(CLK),
.RST(RST),
.data_samp_en(data_samp_en),
.Prescale(Prescale),
.RX_IN(RX_IN),
.edge_cnt(Edge_cnt),
.Sample_Available(Sample_Av),
.sampled_bit(Sampled_bit)
);
deserializer #( .WIDTH(UART_WIDTH) ) U3(
.CLK(CLK),
.RST(RST),
.deser_en(Deser_en),
.sampled_bit(Sampled_bit),
.P_DATA(P_DATA)
);
parity_check 	U4(
.CLK(CLK),
.RST(RST),
.par_check_en(par_check_en),
.PAR_TYP(PAR_TYP),
.Sample_Available(Sample_Av),
.sampled_bit(Sampled_bit),
.RST_parity(RST_parity),
.par_error(par_error)
);
start_check	U5(
.CLK(CLK),
.RST(RST),
.start_check_en(start_check_en),
.sampled_bit(Sampled_bit),
.start_glitch(start_glitch)
);
stop_check	U6 (
.CLK(CLK),
.RST(RST),
.stop_check_en(stop_check_en),
.sampled_bit(Sampled_bit),
.stop_error(stop_error)
);
RX_FSM	U7 (
.CLK(CLK),
.RST(RST),
.PAR_EN(PAR_EN),
.RX_IN(RX_IN),
.Sample_Available(Sample_Av),
.bit_cnt(Bit_cnt),
.par_error(par_error),
.start_glitch(start_glitch),
.stop_error(stop_error),
.Counter_enable(Counter_enable),
.data_samp_en(data_samp_en),
.deser_en(Deser_en),
.par_check_en(par_check_en),
.start_check_en(start_check_en),
.stop_check_en(stop_check_en),
.RST_parity(RST_parity),
.data_valid(data_valid)
);
endmodule
module data_sampling (
input	wire 			CLK,
input	wire 			RST,
input	wire 			data_samp_en,
input	wire			RX_IN,
input	wire 	[4:0]	Prescale,
input	wire	[4:0]	edge_cnt,
output	reg				Sample_Available,
output	reg				sampled_bit
);
reg		[2:0]	Sample;
reg 			sampling_flag, Sample_Ready_flag;
reg				sampled_bit_Comb;
always @(posedge CLK, negedge RST)
 begin
	if (!RST)
	 begin
		Sample <= 3'b111 ;
	 end
	else if (data_samp_en)
	 begin
		if (sampling_flag)
		 begin
			Sample <= { Sample[1:0], RX_IN };
		 end
	 end
 end
always @(*)
 begin
	case (Prescale)
		5'd8:
		begin
			sampling_flag = (edge_cnt == 5'd2) || (edge_cnt == 5'd3) || (edge_cnt == 5'd4);
			Sample_Ready_flag = (edge_cnt == 5'd5);
		end
		5'd16:
		begin
			sampling_flag = (edge_cnt == 5'd6) || (edge_cnt == 5'd7) || (edge_cnt == 5'd8);
			Sample_Ready_flag = (edge_cnt == 5'd9);
		end
		5'd32:
		begin
			sampling_flag = (edge_cnt == 5'd14) || (edge_cnt == 5'd15) || (edge_cnt == 5'd16);
			Sample_Ready_flag = (edge_cnt == 5'd17);
		end
	default :
		begin
			sampling_flag = (edge_cnt == 5'd2) || (edge_cnt == 5'd3) || (edge_cnt == 5'd4);
			Sample_Ready_flag = (edge_cnt == 5'd5);
		end
	endcase
 end
always @(*)
 begin
	case (Sample)
		3'b000:
			sampled_bit_Comb = 1'b0;
		3'b001:
			sampled_bit_Comb = 1'b0;
		3'b010:
			sampled_bit_Comb = 1'b0;  
		3'b011:
			sampled_bit_Comb = 1'b1;
		3'b100:
			sampled_bit_Comb = 1'b0;
		3'b101:
			sampled_bit_Comb = 1'b1;	 
		3'b110:
			sampled_bit_Comb = 1'b1;
		3'b111:
			sampled_bit_Comb = 1'b1;
	endcase
 end
always @(posedge CLK, negedge RST)
 begin
	if (!RST)
	 begin
		sampled_bit <= 1'b1 ;
		Sample_Available <= 1'b0;
	 end
	else if (Sample_Ready_flag)
	 begin
		sampled_bit <= sampled_bit_Comb ;
		Sample_Available <= 1'b1;
	 end
	else
		Sample_Available <= 1'b0; 
 end
endmodule
module deserializer #(parameter WIDTH = 8)(
input	wire 				CLK,
input	wire 				RST,
input	wire 				deser_en,
input	wire 				sampled_bit,
output	reg		[WIDTH - 1:0]		P_DATA
);
always @(posedge CLK, negedge RST)
 begin
	if (!RST)
	 begin
		P_DATA <= 'b0 ;
	 end
	else if (deser_en)
	 begin
		P_DATA <= {sampled_bit ,P_DATA[WIDTH - 1 : 1]} ;
	 end
 end
endmodule
module edge_bit_counter (
input	wire 			CLK,
input	wire 			RST,
input	wire 			Counter_enable,
input	wire 	[4:0]	Prescale,
output	reg		[4:0]	edge_cnt,
output	reg		[3:0]	bit_cnt
);
reg   bit_done_flag;
always @(posedge CLK, negedge RST)
 begin
	if (!RST)
	 begin
		edge_cnt <= 5'b0;
		bit_cnt <= 4'b0 ;
	 end
	else if (Counter_enable)
	 begin
		if (bit_done_flag)
		 begin
			bit_cnt <= bit_cnt + 4'b1;
			edge_cnt <= 5'b0;
		 end
		else
		 begin
			edge_cnt <= edge_cnt + 5'b1;
		 end
	 end
	else 
	 begin
		edge_cnt <= 5'b0;
		bit_cnt <= 4'b0 ;
	 end
 end
always @(*)
 begin
	case (Prescale)
		5'd8:
			bit_done_flag = (edge_cnt == 5'd7);
		5'd16:
			bit_done_flag = (edge_cnt == 5'd15);
		5'd32:
			bit_done_flag = (edge_cnt == 5'd31);
	default :
			bit_done_flag = (edge_cnt == 5'd7);
	endcase
 end
endmodule
module parity_check (
input	wire 				CLK,
input	wire 				RST,
input	wire 				RST_parity,
input	wire 				par_check_en,
input	wire 				PAR_TYP,
input	wire 				sampled_bit,
input	wire				Sample_Available,  
output	reg					par_error
);
wire	even_parrity;
reg		parity_comb, parity;
always @(posedge CLK, negedge RST)
 begin
	if (!RST)
	 begin
		parity <= 1'b0 ;
	 end
	else if (!RST_parity)
	 begin
		parity <= 1'b0 ;
	 end
	else if (Sample_Available)
	 begin
		parity <= parity_comb ;
	 end
 end
assign even_parrity = sampled_bit ^ parity;
always @(*)
 begin
	if (PAR_TYP)
		parity_comb = ~even_parrity;
	else
		parity_comb = even_parrity;
end 
always @(posedge CLK, negedge RST)
 begin
	if (!RST)
	 begin
		par_error <= 1'b0 ;
	 end
	else if (par_check_en)
	 begin
		par_error <= (sampled_bit != parity) ;
	 end
 end
 endmodule
module start_check (
input	wire 				CLK,
input	wire 				RST,
input	wire 				start_check_en,
input	wire 				sampled_bit,
output	reg					start_glitch
);
always @(posedge CLK, negedge RST)
 begin
	if (!RST)
	 begin
		start_glitch <= 1'b0 ;
	 end
	else if (start_check_en)
	 begin
		start_glitch <= (sampled_bit != 1'b0) ;
	 end
 end
endmodule
module stop_check (
input	wire 				CLK,
input	wire 				RST,
input	wire 				stop_check_en,
input	wire 				sampled_bit,
output	reg					stop_error
);
always @(posedge CLK, negedge RST)
 begin
	if (!RST)
	 begin
		stop_error <= 1'b0 ;
	 end
	else if (stop_check_en)
	 begin
		stop_error <= (sampled_bit != 1'b1) ;
	 end
 end
endmodule
==> ./run.sh <==
#!/bin/bash
# OpenROAD 26Q1-2900-gdf79404cd8, Yosys 0.63+post, stock flow scripts
make -C /OpenROAD-flow-scripts/flow DESIGN_CONFIG=/design/flow/config.mk WORK_HOME=/design/flow/orfs finish
==> ./config.mk <==
export PLATFORM = sky130hd
export DESIGN_NAME = UART_RX
export DESIGN_NICKNAME = UART_RX
export VERILOG_FILES = /design/flow/design.v
export SDC_FILE = /design/flow/constraint.sdc
export NUM_CORES = 4
export LEC_CHECK = 1
export CORE_UTILIZATION = 30
==> ./constraint.sdc <==
current_design UART_RX

set clk_period 2.9
set clk_io_pct 0.2

create_clock -name clk0 -period $clk_period [get_ports {CLK}]

set non_clock_inputs [all_inputs -no_clocks]
set_input_delay [expr $clk_period * $clk_io_pct] -clock clk0 $non_clock_inputs
set_output_delay [expr $clk_period * $clk_io_pct] -clock clk0 [all_outputs]
==> impl_metrics.csv <==
group,metric,value,unit
outcome,outcome,"finished, final reports clean",
timing,final_max_slew_viol_count,0,
logic_synthesis,synth-seq-cells,33,
logic_synthesis,async_flop_share,1.00,
logic_synthesis,synth_top_area_share,0.416,
logic_synthesis,seq_area_frac_synth,0.494,
timing,rsz0062_at_grt,"no",
die,die_h,76.9,um
critical_path,path_cells,"clkdlybuf4s50_1 -> nor4_4 -> mux2i_1 -> nand4_1 -> xor2_1 -> nor2_1",
clock_network,hold_buffers,0,
clock_network,clock_latency,0.28,ns
critical_path,crit_slowest_cell,"mux2i_1",
global_route,grt_usage,0.106,
power_and_ir_drop,power.switching,0.000625,W
min_path,worstHoldStart,"U4.par_error",
logic_synthesis,synth_area,0.00168,mm2
timing,final.setup.worst_slack,0.709,ns
critical_path,r2r_cells,7,
clock_network,root_buffer,"clkbuf_8",
timing,finalSetupViolations,0,
logic_synthesis,top_cell,"dfrtp_1",
place,place_congestion,0.812,
global_route,grt_pass1_vias,1075,
clock_network,postCtsSetupBuffers,0,
drt,routed_via_density,4.46,
timing,fin_hold_ws,0.425,ns
drt,drcViolationCount,0,
critical_path,path_delay_family,"simple AND/OR/NAND/NOR gates",
power_and_ir_drop,power_frac_seq,0.463,
power_and_ir_drop,ir_worst_vdd,306,uV
critical_path,crit_buf_inv,1,
drt,wl,2700,um
logic_synthesis,synth_top_cell_by_area,"dfrtp_1",
die,fp-utilization,0.321,
power_and_ir_drop,combinationalPowerShare,0.341,
logic_synthesis,ff_type,"dfrtp_1",
logic_synthesis,ys_cells,149,
drt,n_antenna_cell,0,
die,die_w,76.9,um
critical_path,worst_path_largest_cell_delay,0.52,ns
global_route,grt_pass1_wl,4960,um
timing,fmax,0.456,GHz
logic_synthesis,ys_types,38,
die,ios,19,
drt,dr_total_vias,1088,
critical_path,startpoint,"Prescale[3]",
min_path,hp-class,"reg2reg",
clock_network,cts_tree,"built",
critical_path,r2r_end,"U1.edge_cnt[3]",
logic_synthesis,yosysWarnings,10,
clock_network,cts_buffer_depth,2,
logic_synthesis,ys_chip_area,0.00168,mm2
drt,ant_nets,0,
global_route,grt_max_degree,34,
global_route,antenna_found_initial,0,
clock_network,cts_resized,0,
place,dp_worst_setup_slack,0.448,ns
finish,register_area,832,um2
timing,finalCritPeriodShare,0.756,
job,maxCapViolations,0,
timing,layout_min_cycle_time,2.19,ns
timing,tns,0,ns
logic_synthesis,netlist_instances,149,
power_and_ir_drop,p_leak,0.906,nW
power_and_ir_drop,p_per_area,919,mW/mm2
clock_network,cts_max_level,2,
place,port_buffers,18,
clock_network,cts_buffers,5,
clock_network,cts_sinks,33,
die,dieArea,0.00591,mm2
critical_path,worstPathArrival,2.40,ns
power_and_ir_drop,p_int,0.00125,W
power_and_ir_drop,finalPower,0.00188,W
finish,syn2layout_area_growth,21.5,%
logic_synthesis,avgSynthCellArea,11.3,um2
power_and_ir_drop,clkPwrFrac,0.196,
critical_path,cp_max_fo,7,
timing,maxSlewHeadroom,0.653,
timing,clock_skew,0.00384,ns
timing,worstMarginPinSlew,0.506,ns
critical_path,reg2reg_from,"U1.edge_cnt[0]",
logic_synthesis,synth-edff-count,0,
min_path,whs_path_depth,1,
global_route,grt_overflow,0,
place,hpwl,2010,um
critical_path,reg2reg_slack,0.88,ns
logic_synthesis,top_cells_by_area,"dfrtp_1 (42%), dfstp_2 (7.8%), mux2_2 (7.4%), ha_1 (6.7%), nor2_1 (3.1%)",
drt,drt-pass1-iter-count,4,
job,warnings,31,
finish,mi_logic_area,791,um2
clock_network,path_clk_slew,0.06,ns
finish,layout-drive-gt1-share,0.195,
critical_path,worstPathRequired,3.11,ns
die,fp-row-count,26,
min_path,hold_path_end,"U7.data_valid",
critical_path,end_kind,"register",
power_and_ir_drop,swShare,0.332,
critical_path,start_kind,"input port",
timing,hold_violations,0,
logic_synthesis,common_cells,"dfrtp_1 (28), nor2_1 (14), nand2_1 (13), mux2_2 (11), inv_1 (10)",
finish,nFillCells,525,
critical_path,worstSetupPathType,"in2reg",
drt,first_iter_violations,25,
die,coreArea,0.00524,mm2
drt,route.detailed.wl_per_inst,11.1,um
worst register-to-register path, stage by stage (launching register included):
cell and delay, ns:
dfrtp_1 0.42, ha_1 0.26, and3_2 0.24, ha_1 0.19, mux2i_1 0.14, mux2i_1 0.20
or2_2 0.39, nor2_1 0.11
registers in the layout (all words and copies together), names as in the netlist:
name and flops:
U1.bit_cnt 4, U2.Sample 3, U4.par_error 1, U5.start_glitch 1, U3.P_DATA 8, U2.Sample_Available 1, U2.sampled_bit 1, U4.parity 1
U6.stop_error 1, U1.edge_cnt 5, U7.data_valid 1, U7.current_state 6
stage by stage:
step,cell area (um2),util,instances
2_1_floorplan,1680,-,149
3_3_place_gp,1940,0.371,236
3_5_place_dp,1940,0.371,236
4_1_cts,2040,0.390,244
5_1_grt,2040,0.390,244
6_report,2040,0.390,244
worst max path at each step:
stage                    to  slack, ns  cells past startpoint
finish        U1.bit_cnt[3]       0.71                      6
global route  U1.bit_cnt[3]       0.61                      6
CTS           U1.bit_cnt[3]       0.74                      6
cell type report:
class	instances	area share
clock buffers	7	0.0471
clock inverters	1	0.00245
inverters	10	0.0184
multi-input cells	103	0.387
flip-flops and latches	33	0.407
well taps	70	0.0428
repair buffers	20	0.0955
cell usage in the layout (no fill, tap or decap), drive strengths merged, types with 7 or more instances in the layout:
cell type and n:
dfrtp 28, clkdlybuf4s50 18, nor2 14, mux2 14, nand2 13, inv 10
ha 9, clkbuf 7, o21ai 7
cell families after synthesis:
group / synth area share
AND/OR/NAND/NOR: 0.170
buffers and inverters: 0.0357
AND-OR/OR-AND: 0.0736
flip-flops: 0.494
XOR/XNOR: 0.0416
multiplexers: 0.112
adder cells (fa/ha/maj): 0.0729
power groups by stage:
stage / logic, W / registers (W) / clock network (W)
final: 0.000640 / 0.000870 / 0.000369
after CTS: 0.000654 / 0.000876 / 0.000383
after global routing: 0.000732 / 0.000913 / 0.000406
metal layers:
| metal | vias up | share of wire | track usage |
|---|---|---|---|
| met2 | 9 | 0.45 | 0.165 |
| met1 | 512 | 0.50 | 0.155 |
| li1 | 559 | - | - |
| met3 | 8 | 0.028 | 0.0242 |
| met5 | - | 0 | 0 |
| met4 | 0 | 0.021 | 0.0192 |
Power is estimated from default activity; no workload was simulated.
