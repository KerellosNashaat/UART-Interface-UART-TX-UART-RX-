--- flow/config.mk ---
export PLATFORM = sky130hd
export DESIGN_NAME = edge_counter_and_data_samp
export DESIGN_NICKNAME = edge_counter_and_data_samp
export VERILOG_FILES = /design/flow/design.v
export SDC_FILE = /design/flow/constraint.sdc
export NUM_CORES = 4
export LEC_CHECK = 1
export CORE_AREA = 10 10 110 110
export DIE_AREA = 0 0 120 120
--- flow/constraint.sdc ---
current_design edge_counter_and_data_samp

set clk_period 2.8
set clk_io_pct 0.2

create_clock -name clk0 -period $clk_period [get_ports {CLK}]

set non_clock_inputs [all_inputs -no_clocks]
set_input_delay [expr $clk_period * $clk_io_pct] -clock clk0 $non_clock_inputs
set_output_delay [expr $clk_period * $clk_io_pct] -clock clk0 [all_outputs]
--- flow/design.v ---
module data_sampling (
input	wire 			CLK,
input	wire 			RST,
input	wire 			data_samp_en,
input	wire			RX_IN,
input	wire 	[4:0]	Prescale,
input	wire	[4:0]	edge_cnt,
output	reg				Sample_Available,
output	reg				sampled_bit
);
reg		[2:0]	Sample;
reg 			sampling_flag, Sample_Ready_flag;
reg				sampled_bit_Comb;
always @(posedge CLK, negedge RST)
 begin
	if (!RST)
	 begin
		Sample <= 3'b111 ;
	 end
	else if (data_samp_en)
	 begin
		if (sampling_flag)
		 begin
			Sample <= { Sample[1:0], RX_IN };
		 end
	 end
 end
always @(*)
 begin
	case (Prescale)
		5'd8:
		begin
			sampling_flag = (edge_cnt == 5'd2) || (edge_cnt == 5'd3) || (edge_cnt == 5'd4);
			Sample_Ready_flag = (edge_cnt == 5'd5);
		end
		5'd16:
		begin
			sampling_flag = (edge_cnt == 5'd6) || (edge_cnt == 5'd7) || (edge_cnt == 5'd8);
			Sample_Ready_flag = (edge_cnt == 5'd9);
		end
		5'd32:
		begin
			sampling_flag = (edge_cnt == 5'd14) || (edge_cnt == 5'd15) || (edge_cnt == 5'd16);
			Sample_Ready_flag = (edge_cnt == 5'd17);
		end
	default :
		begin
			sampling_flag = (edge_cnt == 5'd2) || (edge_cnt == 5'd3) || (edge_cnt == 5'd4);
			Sample_Ready_flag = (edge_cnt == 5'd5);
		end
	endcase
 end
always @(*)
 begin
	case (Sample)
		3'b000:
			sampled_bit_Comb = 1'b0;
		3'b001:
			sampled_bit_Comb = 1'b0;
		3'b010:
			sampled_bit_Comb = 1'b0;  
		3'b011:
			sampled_bit_Comb = 1'b1;
		3'b100:
			sampled_bit_Comb = 1'b0;
		3'b101:
			sampled_bit_Comb = 1'b1;	 
		3'b110:
			sampled_bit_Comb = 1'b1;
		3'b111:
			sampled_bit_Comb = 1'b1;
	endcase
 end
always @(posedge CLK, negedge RST)
 begin
	if (!RST)
	 begin
		sampled_bit <= 1'b1 ;
		Sample_Available <= 1'b0;
	 end
	else if (Sample_Ready_flag)
	 begin
		sampled_bit <= sampled_bit_Comb ;
		Sample_Available <= 1'b1;
	 end
	else
		Sample_Available <= 1'b0; 
 end
endmodule
module deserializer #(parameter WIDTH = 8)(
input	wire 				CLK,
input	wire 				RST,
input	wire 				deser_en,
input	wire 				sampled_bit,
output	reg		[WIDTH - 1:0]		P_DATA
);
always @(posedge CLK, negedge RST)
 begin
	if (!RST)
	 begin
		P_DATA <= 'b0 ;
	 end
	else if (deser_en)
	 begin
		P_DATA <= {sampled_bit ,P_DATA[WIDTH - 1 : 1]} ;
	 end
 end
endmodule
module edge_bit_counter (
input	wire 			CLK,
input	wire 			RST,
input	wire 			Counter_enable,
input	wire 	[4:0]	Prescale,
output	reg		[4:0]	edge_cnt,
output	reg		[3:0]	bit_cnt
);
reg   bit_done_flag;
always @(posedge CLK, negedge RST)
 begin
	if (!RST)
	 begin
		edge_cnt <= 5'b0;
		bit_cnt <= 4'b0 ;
	 end
	else if (Counter_enable)
	 begin
		if (bit_done_flag)
		 begin
			bit_cnt <= bit_cnt + 4'b1;
			edge_cnt <= 5'b0;
		 end
		else
		 begin
			edge_cnt <= edge_cnt + 5'b1;
		 end
	 end
	else 
	 begin
		edge_cnt <= 5'b0;
		bit_cnt <= 4'b0 ;
	 end
 end
always @(*)
 begin
	case (Prescale)
		5'd8:
			bit_done_flag = (edge_cnt == 5'd7);
		5'd16:
			bit_done_flag = (edge_cnt == 5'd15);
		5'd32:
			bit_done_flag = (edge_cnt == 5'd31);
	default :
			bit_done_flag = (edge_cnt == 5'd7);
	endcase
 end
endmodule
module edge_counter_and_data_samp (
input	wire 			CLK,
input	wire 			RST,
input	wire 			data_samp_en,
input	wire			RX_IN,
input	wire 	[4:0]	Prescale,
input	wire 			Counter_enable,
output	wire		[4:0]	edge_cnt,
output	wire		[3:0]	bit_cnt,
output	wire				Sample_Available,
output	wire				sampled_bit,
output	wire		[7:0]	P_DATA
);
edge_bit_counter U1(
.CLK(CLK),
.RST(RST),
.Counter_enable(Counter_enable),
.Prescale(Prescale),
.edge_cnt(edge_cnt),
.bit_cnt(bit_cnt)
);
data_sampling U2(
.CLK(CLK),
.RST(RST),
.data_samp_en(data_samp_en),
.Prescale(Prescale),
.RX_IN(RX_IN),
.edge_cnt(edge_cnt),
.Sample_Available(Sample_Available),
.sampled_bit(sampled_bit)
);
deserializer	U3(
.CLK(CLK),
.RST(RST),
.deser_en(Sample_Available),
.sampled_bit(sampled_bit),
.P_DATA(P_DATA)
);
endmodule
--- flow/run.sh ---
#!/bin/bash
# OpenROAD 26Q1-2900-gdf79404cd8, Yosys 0.63+post, stock flow scripts
make -C /OpenROAD-flow-scripts/flow DESIGN_CONFIG=/design/flow/config.mk WORK_HOME=/design/flow/orfs finish
==> impl_metrics.env <==
# source this file to load flow results
export IMPL_r2r_start="U1.edge_cnt[0]"
export IMPL_most_common_cell="dfrtp_1"
export IMPL_hold_path_class="flop to flop"
export IMPL_synth_avg_cell_area_um2=12.5
export IMPL_synthXorXnorAreaFrac=0.0151
export IMPL_portBuffers=28
export IMPL_area_leaders="dfrtp_1 (39%), dfstp_2 (9.0%), mux2_2 (7.8%)"
export IMPL_warning_count=29
export IMPL_synth_distinct_cells=36
export IMPL_postPlaceCellArea_um2=1600
export IMPL_antenna_found_initial=0
export IMPL_drive_gt1_frac=0.187
export IMPL_grt_usage=0.0398
export IMPL_ys_warn_count=5
export IMPL_cts_hold_fix_buffers=0
export IMPL_place_ws_ps=304
export IMPL_status="completed"
export IMPL_met3_usage=0.0162
export IMPL_drv_slew=0
export IMPL_period_used=0.782
export IMPL_simple_gate_area_frac=0.182
export IMPL_ys_chip_area_um2=1160
export IMPL_ys_async_sr_fraction=1.00
export IMPL_ys_cells=93
export IMPL_synth_cellmix_compoundShare=0.0571
export IMPL_slew_headroom=0.703
export IMPL_grt_pass1_vias=862
export IMPL_vias_per_cell=3.24
export IMPL_syn_inst=93
export IMPL_worstPathRequired_ps=2990
export IMPL_die_width_um=120
export IMPL_p_per_area_nw_per_um2=500
export IMPL_netlist_area_um2=1160
export IMPL_htree_num_levels=1
export IMPL_cp_startpoint="Prescale[3]"
export IMPL_rsz0062_at_grt="false"
export IMPL_vias=829
export IMPL_drc=0
export IMPL_hold_viol_final=0
export IMPL_vdd_ir_drop_max_mv=0.144
export IMPL_wire_per_inst_um=11.2
export IMPL_fa_ha_area_frac=0.0840
export IMPL_ys_seq_frac=0.478
export IMPL_use_met2=0.0619
export IMPL_antenna_cells=0
export IMPL_grt_max_degree=23
export IMPL_setup_tns_ps=0
export IMPL_synth_area_mux_share=0.156
export IMPL_core_um2=9770
export IMPL_leakagePower_uw=0.000667
export IMPL_grt_busiest_layer="met2"
export IMPL_dieArea_um2=14400
export IMPL_yosys_area_top_type="dfrtp_1"
export IMPL_cp_end_kind="flop"
export IMPL_insertion_delay_ps=260
export IMPL_drt_pass1_iter_count=4
export IMPL_gr_total_overflow=0
export IMPL_clock_skew_final_ps=3.91
export IMPL_path_max_fanout=2
export IMPL_worst_slew_pin_transition_ps=446
export IMPL_post_cts_setup_buffers=0
export IMPL_worstPathArrival_ps=2380
export IMPL_root_buffer="clkbuf_8"
export IMPL_synth_edff_count=0
export IMPL_setup_ws_ps=610
export IMPL_clockBufferDepth=2
export IMPL_netlist_top_cells_count="dfrtp_1 (18), mux2_2 (8), ha_1 (7)"
export IMPL_place_gp_congestion=0.765
export IMPL_flop_cell="dfrtp_1"
export IMPL_ant_nets=0
export IMPL_cap_violations=0
export IMPL_cts_repair_resized=0
export IMPL_area_delta_synth_final_pct=44.0
export IMPL_fp_utilization=0.119
export IMPL_critical_path_class="primary input to flop"
export IMPL_ys_seq_elements=22
export IMPL_drt_iter0_markers=21
export IMPL_ios=29
export IMPL_wl_um=2880
export IMPL_met1_usage=0.0530
export IMPL_timing_hold_worst_start="U3.P_DATA[0]"
export IMPL_logic_family="simple AND/OR/NAND/NOR gates"
export IMPL_hpwl_um=2220
export IMPL_die_h_um=120
export IMPL_top_cell_area_share=0.388
export IMPL_setup_violations=0
export IMPL_cp_start_kind="primary input"
export IMPL_post_route_cell_area_um2=1670
export IMPL_num_rows=36
export IMPL_cts_buffers=3
export IMPL_cts_clk_slew_worst_paths_ps=80
export IMPL_grt_first_pass_wirelength_um=4660
export IMPL_min_period_ps=2190
export IMPL_max_freq_ghz=0.457
export IMPL_cts_tree="yes"
export IMPL_clock_sinks=22
-- cell families (layout without fill, tap and decap cells) --
logic type | after synthesis | after routing
flip-flops | 22 | 22
adder cells (fa/ha/maj) | 8 | 8
multiplexers | 16 | 16
XOR/XNOR | 2 | 2
AND-OR/OR-AND | 7 | 7
buffers and inverters | 8 | 38
AND/OR/NAND/NOR | 30 | 30
-- metrics by stage --
step	util	hold slack, ps	total power [µW]	std cells
after global routing	0.171	571	893	256
after CTS	0.171	527	864	256
after floorplan	-	264	467	93
after detailed placement	0.164	500	553	252
after global placement	0.164	492	549	252
final	0.171	518	838	256
-- path summary, 6_finish.rpt --
path	slack [ps]	to	cells past startpoint
max in group asynchronous	1850	U2.Sample[1]	2
min in group asynchronous	650	U1.bit_cnt[0]	2
max reg2reg	670	U1.bit_cnt[3]	7
min reg2reg	520	U3.P_DATA[0]	1
max	610	U2.sampled_bit	5
min	520	U3.P_DATA[0]	1
-- where the power goes --
| part | internal (µW) | switching, µW |
|---|---|---|
| sequential | 373 | 33.8 |
| combinational | 85.0 | 48.7 |
| clock | 191 | 106 |
| total | 649 | 189 |
-- critical path: stages --
cell	delay (ps)
clkdlybuf4s50_1	460
or4_4	570
a211oi_1	240
o21a_1	220
mux2_1	330
-- state kept, by name, summed over array words and instances (netlist names) --
| name | flops |
|---|---|
| U1.bit_cnt | 4 |
| U1.edge_cnt | 5 |
| U2.Sample | 3 |
| U2.Sample_Available | 1 |
| U2.sampled_bit | 1 |
| U3.P_DATA | 8 |
-- per-layer routing --
metal  up-vias  part of all wire
li1        401                 -
met1       405              0.46
met2        23              0.45
met3         0             0.085
met4         0                 0
met5         -                 0
-- final cells by class --
class	count	area [µm²]
Fill cell	1083	8100
Multi-Input combinational cell	63	574
Sequential cell	22	556
Timing Repair Buffer	29	288
Tap cell	133	166
Clock buffer	3	41.3
Clock inverter	1	30.0
Inverter	5	18.8
-- cell usage in the layout, fill, tap and decap left out, types with 3 or more instances in the layout --
cell / count
nor2_1: 5
mux2_1: 5
clkbuf_8: 3
nand2_1: 3
nand3b_1: 3
dfrtp_1: 18
inv_1: 5
mux2_2: 8
dfstp_2: 4
ha_1: 7
nand3_1: 3
clkdlybuf4s50_1: 28
Power is estimated from default activity; no workload was simulated.
